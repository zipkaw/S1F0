==> design/flow/design.v <==
module data_to_write #(
    parameter DATA_W = 14, 
    parameter REGS = 16
) (
    input clk, reset,
    input [DATA_W-1:0] command_in,
    input comm_write, comm_read, 
    output reg [DATA_W*2-1:0] command_out,
    output reg pause_READ, 
    output reg pause_WRITE
);
    reg [DATA_W:0]commands[0:REGS-1]; 
    reg [3:0] command_counter;
    reg [3:0] to_read_command; 
	integer i;
    initial begin
		  pause_READ <= 0;
        for(i = 0; i<REGS; i = i + 1) begin
            commands[i] = {30'dx, 1'b0};
        end
    end
    always @(negedge clk) begin
        if(reset) begin
            command_counter <= 4'd0;
            to_read_command <= 4'd0;
        end
        if(comm_write) begin
            if(commands[command_counter][0] == 1'b0) begin
                pause_READ <= 1'b0;
                commands[command_counter] <= {command_in, 1'b1};
                command_counter <= 1 + command_counter;
            end else begin
                pause_READ <= 1'b1;
            end
        end
        if(comm_read) begin
            if(commands[to_read_command][0] == 1'b1)begin
                pause_DECODE <= 1'b0; 
                command_out <= {commands[to_read_command][13:0], commands[to_read_command+1][13:0]}; 
                commands[to_read_command]   <= {30'dx, 1'b0};
                commands[to_read_command+1] <= {30'dx, 1'b0};
                to_read_command <= 2 + to_read_command; 
            end else begin
                pause_DECODE <= 1'b1; 
            end
        end
    end
endmodule
==> design/flow/run.sh <==
#!/bin/bash
# OpenROAD 26Q1-2900-gdf79404cd8, Yosys 0.63+post, stock flow scripts
make -C /OpenROAD-flow-scripts/flow DESIGN_CONFIG=/design/flow/config.mk WORK_HOME=/design/flow/orfs finish
==> design/flow/config.mk <==
export PLATFORM = sky130hd
export DESIGN_NAME = data_to_write
export DESIGN_NICKNAME = data_to_write
export VERILOG_FILES = /design/flow/design.v
export SDC_FILE = /design/flow/constraint.sdc
export NUM_CORES = 4
export LEC_CHECK = 1
export CORE_UTILIZATION = 30
==> design/flow/constraint.sdc <==
current_design data_to_write

set clk_period 9.7
set clk_io_pct 0.2

create_clock -name clk0 -period $clk_period [get_ports {clk}]

set non_clock_inputs [all_inputs -no_clocks]
set_input_delay [expr $clk_period * $clk_io_pct] -clock clk0 $non_clock_inputs
set_output_delay [expr $clk_period * $clk_io_pct] -clock clk0 [all_outputs]
==> run summary <==
Status = complete, no violations
CTS tree = yes
Net Switching = 0.00191 W
I/O Buffers = 44
Final Instance Count excl. Fillers = 2117
Final Hold Vio Count = 0
Final wirelength = 40.4 mm
Hold Crit Class = reg2reg
Vias/cell = 4.97
First-pass DRT Iterations = 5
Total number of vias = 10500
Register Area = 0.00758 mm^2
Sum Neg Setup Slack = 0 ns
Dpl cells = 1808
Worst Path Buf+Inv = 2
Post-synth EDFFs = 237
Max Cap Viol = 0
First-pass GRT wire length = 62.3 mm
Synthesis warning total = 5
Leakage = 7.28 nW
Crit path arrival time = 3.96 ns
Late-Pin Clk Latency = 0.63 ns
Mapped Cells = 1214
Num CTS Buffers = 28
Internal power = 0.00306 W
Ys async rst share = 0
Max-slew headroom = 0.441
Sw Share = 0.384
Hpwl dp = 26.1 mm
Mapped Avg Cell Area = 12.0 um^2
Initial antenna violation count = 1
Clock-pin slew on the worst setup and hold paths = 0.04 ns
Critical path peak fanout = 13
DRC viols = 0
CTS-repair resized insts = 0
FP Util = 0.305
Area Overhead vs Synth = 19.0%
Clock root buffer = clkbuf_16
Gr ovfl total = 0
Setup Skew = 0.0324 ns
Worst IR Drop VDD = 0.187 mV
Critical Path RT = 5.10 ns
Synthesized cell area = 0.0146 mm^2
Max Slew Vio Count = 0
Sequential share of power = 0.336
Log Warnings = 293
R2r endpoint = command_out[5]$_DFFE_NP_
Fillers = 4477
MI comb area = 0.00637 mm^2
Total track usage = 0.176
FP Rows = 80
Hold path startpoint = commands[11][0]$_SDFFE_NP0N_
Synth unique cells = 52
Kind of cell adding the most delay to the critical path = buffers and inverters
Worst hold path depth = 2
Worst R2R Start = to_read_command[0]$_DFFE_NP_
Comb pwr share = 0.373
Maximum number of pins on one net before global-route repair = 51
Die footprint = 0.0496 mm^2
Critical path class = in2reg
P per Cell Area = 285 mW/mm^2
Post-CTS Hold Buffers = 0
Placer Congestion = 0.896
RSZ-0062 raised after global routing = no
Max incr delay on CP = 0.50 ns
Clock Power Share = 0.292
Die height = 223 um
Reg2Reg Depth = 8
H-tree levels = 1
Cell Chain, Critical Path = clkdlybuf4s50_1 -> nand2b_1 -> a21oi_1 -> nand3_2 -> buf_4 -> a22oi_1 -> or2_2
Wirelength per Cell = 19.1 um
Yosys reg bits = 260
WHS Endpoint = commands[11][0]$_SDFFE_NP0N_
Share of cells above drive strength 1 = 0.192
Yosys stat chip area = 0.0146 mm^2
Vias in the first global route = 11600
Critical-path top delay cell = clkdlybuf4s50_1
Antenna diode count = 0
Cell count in the Yosys report = 1214
DIE WIDTH = 223 um
Routed Antenna Nets = 0
Ports = 48
Clock Sinks = 260
Worst-Margin Slew = 0.835 ns
Seq share, synth = 0.518
Core area = 0.0479 mm^2
Critical Path End Type = flop
# setup viols final = 0
Clock buffer depth = 3
Crit start category = input port
First DRT Iteration DRCs = 653
Most used flip-flop cell = edfxtp_1
Post-CTS setup buffers = 0
R2r setup slk = 6.17 ns
stage by stage:
step           total power, W   util  setup WS, ns  instance area (um^2)  hold WS, ns
3_5_place_dp          0.00369  0.324         0.532                 15600        0.520
2_1_floorplan         0.00303      -          1.45                 14600        0.490
5_1_grt               0.00531  0.363         0.980                 17400        0.577
4_1_cts               0.00502  0.363          1.16                 17400        0.528
3_3_place_gp          0.00368  0.324         0.530                 15600        0.517
6_report              0.00496  0.363          1.14                 17400        0.524
metal layers:
metal  part of all wire  wire length, um  vias up  global-route usage
met1               0.37            14900     5014               0.207
met4              0.023              917        2              0.0598
met3               0.14             5620       63               0.120
li1                   -                -     4904                   -
met5             0.0015               59        -             0.00880
met2               0.47            19000      536               0.259
flip-flops by register name, summed over array words and instances, names as in the netlist:
register	count
command_counter	4
command_out	27
commands	224
pause_READ	1
to_read_command	4
how the worst max path moves through the flow:
| stage | startpoint | endpoint | slack, ns | depth (start not counted) |
|---|---|---|---|---|
| final | comm_read | commands[12][11]$_DFFE_NP_ | 1.14 | 7 |
| after global routing | comm_read | commands[12][2]$_DFFE_NP_ | 0.98 | 7 |
| after CTS | comm_read | commands[12][11]$_DFFE_NP_ | 1.16 | 7 |
final cells by class:
type / instances / share of cell area
flip-flops and latches: 260 / 0.435
inverters: 8 / 0.00172
multi-input cells: 834 / 0.366
clock inverters: 282 / 0.0669
clock buffers: 28 / 0.0402
repair buffers: 90 / 0.0458
well taps: 615 / 0.0442
synth_stat cells, types with 5 or more instances:
| cell type | count | share of area |
|---|---|---|
| nand2_1 | 276 | 0.071 |
| nor2_1 | 244 | 0.063 |
| edfxtp_1 | 237 | 0.49 |
| mux4_2 | 126 | 0.19 |
| buf_2 | 59 | 0.020 |
| dfxtp_1 | 23 | 0.031 |
| buf_4 | 19 | 0.0098 |
| mux2i_1 | 17 | 0.012 |
| and3_1 | 16 | 0.0068 |
| or2_2 | 16 | 0.0068 |
| a31oi_1 | 15 | 0.0064 |
| buf_6 | 14 | 0.011 |
| clkbuf_1 | 14 | 0.0036 |
| nor2_4 | 12 | 0.0092 |
| ha_1 | 10 | 0.0086 |
| inv_1 | 9 | 0.0023 |
| mux2_2 | 9 | 0.0069 |
| a21oi_2 | 8 | 0.0048 |
| nand3_1 | 8 | 0.0027 |
| nor2b_1 | 7 | 0.0030 |
| a32oi_1 | 5 | 0.0030 |
| buf_1 | 5 | 0.0013 |
| nand4_1 | 5 | 0.0021 |
worst min-delay path, stage by stage (launching register included):
cell	delay, ns
dfxtp_1	0.33
nor2_1	0.11
nor2_1	0.04
cells in the final DEF, fill, tap and decap left out, types with 5 or more instances in the layout:
| master | count |
|---|---|
| mux2_2 | 9 |
| edfxtp_1 | 237 |
| nor2_1 | 244 |
| nand3_1 | 8 |
| buf_4 | 45 |
| nand4_1 | 5 |
| a21oi_2 | 8 |
| nand2_1 | 276 |
| and3_1 | 16 |
| a32oi_1 | 5 |
| mux2i_1 | 17 |
| inv_1 | 272 |
| dfxtp_1 | 21 |
| nor2_4 | 12 |
| or2_2 | 16 |
| clkbuf_16 | 28 |
| ha_1 | 9 |
| mux4_2 | 126 |
| clkdlybuf4s50_1 | 44 |
| nor2b_1 | 7 |
| clkinvlp_2 | 12 |
| a31oi_1 | 15 |
cells by family after synthesis:
logic type / share of synthesized area
xor+xnor: 0.00180
flops: 0.518
fa+ha+maj: 0.00855
simple gates: 0.179
compound gates: 0.0294
other cells: 0.000513
mux: 0.215
buf+inv: 0.0479
power groups by stage:
| stage | combinational (W) | clock (W) | sequential (W) |
|---|---|---|---|
| 4_1_cts | 0.00186 | 0.00150 | 0.00167 |
| 5_1_grt | 0.00199 | 0.00163 | 0.00169 |
| 6_report | 0.00185 | 0.00145 | 0.00167 |
Power and IR drop assume default switching activity.
